File: ./config.mk
export PLATFORM = sky130hd
export DESIGN_NAME = mcp2515
export DESIGN_NICKNAME = mcp2515
export VERILOG_FILES = /design/flow/design.v
export SDC_FILE = /design/flow/constraint.sdc
export NUM_CORES = 4
export LEC_CHECK = 1
export CORE_UTILIZATION = 40
File: ./run.sh
#!/bin/bash
# OpenROAD 26Q1-2900-gdf79404cd8, Yosys 0.63+post, stock flow scripts
make -C /OpenROAD-flow-scripts/flow DESIGN_CONFIG=/design/flow/config.mk WORK_HOME=/design/flow/orfs finish
File: ./design.v
`timescale 1ns / 1ps
module mcp2515 (clk50, cs, si, sck, rst_n, tx_empty, tx_flag, so, mebg);
input clk50, rst_n, so;
output cs, si, sck, tx_empty, tx_flag, mebg;
reg cc, sc, da, init, tx_flag, tx_empty, sck, cs, si, uscount_c, rec, mebg;
reg [7:0] cc_buff;
reg [7:0] sc_buff;
reg [3:0] state;
reg [7:0] canlen_buff;
reg [7:0] da_buff;
reg [8:0] clk_count;
reg [8:0] uscount;
reg [6:0] mscount;
reg [4:0] c_count;
reg [7:0] rec_data;
parameter RSTMCP = 0, DELAY = 1, CNF1 = 2, CNF2 = 3, CNF3 = 4, TXB0SIDH = 5, TXB0SIDL = 6, RXB0CTRL = 7, RXB0DLC = 8, RXF0SIDH = 9, RXF0SIDL = 10, CANINTF = 11, CANINTE = 12, CANWORK = 13;
parameter CANSENDLEN = 9, CANSENDDATA0 = 1, CANSENDDATA1 = 2, CANSENDDATA2 = 3, CANSENDDATA3 = 4, CANSENDDATA4 = 5, CANSENDDATA5 = 6, CANSENDDATA6 = 7, CANSENDDATA7 = 8, CANSENDPRE =0, CANSENDQUE = 10, CANDELAY = 11;
parameter CTRLCOMMAND = 0, SETCOMMAND = 1, DATA = 2;
always @ (posedge clk50)
begin 
    if (cs)
		begin
        	sck <= 1;
        	clk_count <= 0;
		end
    else if (clk_count == 9'd199)
		begin
        	sck <= 0;
        	clk_count <= clk_count + 1'b1;
		end
    else if (clk_count == 9'd399)
		begin
        	sck <= 1;
        	clk_count <= 0;
		end
    else
        clk_count <= clk_count+ 1'b1;
end
always @ (posedge clk50)
begin
	if (clk_count == 9'd199 & (cc | sc | da)) 
		begin
			if(cc == 1) 
				si <= cc_buff[7];
			else if(sc == 1) 
				si <= sc_buff[7];
			else if(da == 1) 
				si <= da_buff[7];
			else
				si <= 0;
		end
end
always @ (posedge clk50)
begin
	if (uscount_c)
		uscount <= 0;
	else
		uscount <= uscount + 1'b1;
end
always @ (posedge clk50 or negedge rst_n)
begin
	if (rst_n == 0)
		begin
			cs <= 1;
			cc <= 0;
			sc <= 0;
			da <= 0;
			init <= 0;
			tx_empty <= 1;
			tx_flag <= 0;
			state <= 0;
			c_count <= 0;
			uscount_c <= 1;
			mscount <= 0;
			rec <= 0;
			mebg <= 0;
			rec_data <= 0;
		end
	else if (uscount_c == 0) 
		begin
			if (uscount == 9'd499)
				uscount_c <= 1;
		end
	else
		begin
			if (cc == 0 && sc == 0 && da == 0 && init == 0) 
				begin
					case (state)
						RSTMCP:begin 
									cc <= 1;
									cc_buff <= 8'hC0;
									state <= state + 1'b1;
								end
						DELAY:begin 
									if (mscount == 7'd100)
										begin
											state <= state + 1'b1;
											mscount <= 0;
										end
									else
										begin
											uscount_c <= 0;
											mscount <= mscount + 1'b1;
										end
								end
						CNF1:begin 
									cc <= 1;
									cc_buff <= 8'h02;
									sc <= 1;
									sc_buff <= 8'h2A;
									da <= 1;
									da_buff <= 8'h03;
									state <= state + 1'b1;
								end
						CNF2:begin 
									cc <= 1;
									cc_buff <= 8'h02;
									sc <= 1;
									sc_buff <= 8'h29;
									da <= 1;
									da_buff <= 8'h90;
									state <= state + 1'b1;
								end
						CNF3:begin 
									cc <= 1;
									cc_buff <= 8'h02;
									sc <= 1;
									sc_buff <= 8'h28;
									da <= 1;
									da_buff <= 8'h02;
									state <= state + 1'b1;
								end
						TXB0SIDH:begin 
									cc <= 1;
									cc_buff <= 8'h02;
									sc <= 1;
									sc_buff <= 8'h31;
									da <= 1;
									da_buff <= 8'hFF;
									state <= state + 1'b1;
								end
						TXB0SIDL:begin 
									cc <= 1;
									cc_buff <= 8'h02;
									sc <= 1;
									sc_buff <= 8'h32;
									da <= 1;
									da_buff <= 8'hE0;
									state <= state + 1'b1;
								end
						RXB0CTRL:begin 
									cc <= 1;
									cc_buff <= 8'h02;
									sc <= 1;
									sc_buff <= 8'h60;
									da <= 1;
									da_buff <= 8'h20;
									state <= state + 1'b1;
								end
						RXB0DLC:begin 
									cc <= 1;
									cc_buff <= 8'h02;
									sc <= 1;
									sc_buff <= 8'h65;
									da <= 1;
									da_buff <= 8'h08;
									state <= state + 1'b1;
								end
						RXF0SIDH:begin 
									cc <= 1;
									cc_buff <= 8'h02;
									sc <= 1;
									sc_buff <= 8'h00;
									da <= 1;
									da_buff <= 8'hFF;
									state <= state + 1'b1;
								end
						RXF0SIDL:begin 
									cc <= 1;
									cc_buff <= 8'h02;
									sc <= 1;
									sc_buff <= 8'h01;
									da <= 1;
									da_buff <= 8'hE0;
									state <= state + 1'b1;
								end
						CANINTF:begin 
									cc <= 1;
									cc_buff <= 8'h02;
									sc <= 1;
									sc_buff <= 8'h2C;
									da <= 1;
									da_buff <= 8'h00;
									state <= state + 1'b1;
								end
						CANINTE:begin 
									cc <= 1;
									cc_buff <= 8'h02;
									sc <= 1;
									sc_buff <= 8'h2B;
									da <= 1;
									da_buff <= 8'h01;
									state <= state + 1'b1;
								end
						CANWORK:begin 
									cc <= 1;
									cc_buff <= 8'h02;
									sc <= 1;
									sc_buff <= 8'h0F;
									da <= 1;
									da_buff <= 8'h04;
									state <= 0;
									init <= 1;
									tx_flag <= 1;
								end
						default:begin
								state <= 0;
							end
					endcase
				end
			else if (cc)
				begin
					cs <= 0;
					if (c_count == 6'd8 && clk_count == 9'd120) 
						begin
							cs <= 1;
							c_count <= 0;
							uscount_c <= 0;
							cc <= 0;
						end
					else if (c_count < 6'd8 && clk_count == 9'd320) 
						begin
							cc_buff <= cc_buff << 1;
							c_count <= c_count + 1'b1;
						end
				end
			else if (sc)
				begin
					cs <= 0;
					if (c_count == 6'd8 && clk_count == 9'd120) 
						begin
							cs <= 1;
							c_count <= 0;
							uscount_c <= 0;
							sc <= 0;
						end
					else if (c_count < 6'd8 && clk_count == 9'd320) 
						begin
							sc_buff <= sc_buff << 1;
							c_count <= c_count + 1'b1;
						end
				end
			else if (cc == 0 && sc == 0 && da == 0 && tx_flag == 1 && rec == 0) 
				begin
					tx_empty <= 0;
					case (state)
						CANSENDLEN:begin 
										cc <= 1;
										cc_buff <= 8'h02;
										sc <= 1;
										sc_buff <= 8'h35;
										da <= 1;
										da_buff <= 8'h08;
										state <= state + 1'b1;
									end
						CANSENDDATA0:begin 
										cc <= 1;
										cc_buff <= 8'h02;
										sc <= 1;
										sc_buff <= 8'h36;
										da <= 1;
										da_buff <= 8'h31;
										state <= state + 1'b1;
									end
						CANSENDDATA1:begin 
										cc <= 1;
										cc_buff <= 8'h02;
										sc <= 1;
										sc_buff <= 8'h37;
										da <= 1;
										da_buff <= 8'h32;
										state <= state + 1'b1;
									end
						CANSENDDATA2:begin 
										cc <= 1;
										cc_buff <= 8'h02;
										sc <= 1;
										sc_buff <= 8'h38;
										da <= 1;
										da_buff <= 8'h33;
										state <= state + 1'b1;
									end
						CANSENDDATA3:begin 
										cc <= 1;
										cc_buff <= 8'h02;
										sc <= 1;
										sc_buff <= 8'h39;
										da <= 1;
										da_buff <= 8'h34;
										state <= state + 1'b1;
									end
						CANSENDDATA4:begin 
										cc <= 1;
										cc_buff <= 8'h02;
										sc <= 1;
										sc_buff <= 8'h3A;
										da <= 1;
										da_buff <= 8'h35;
										state <= state + 1'b1;
									end
						CANSENDDATA5:begin 
										cc <= 1;
										cc_buff <= 8'h02;
										sc <= 1;
										sc_buff <= 8'h3B;
										da <= 1;
										da_buff <= 8'h36;
										state <= state + 1'b1;
									end
						CANSENDDATA6:begin 
										cc <= 1;
										cc_buff <= 8'h02;
										sc <= 1;
										sc_buff <= 8'h3C;
										da <= 1;
										da_buff <= 8'h37;
										state <= state + 1'b1;
									end
						CANSENDDATA7:begin 
										cc <= 1;
										cc_buff <= 8'h02;
										sc <= 1;
										sc_buff <= 8'h3D;
										da <= 1;
										da_buff <= 8'h38;
										state <= state + 1'b1;
									end
						CANSENDPRE:begin
										if (mscount == 7'd100)
											begin
												mscount <= 0;
												cc <= 1;
												cc_buff <= 8'h03;
												sc <= 1;
												sc_buff <= 8'h08;
												rec <= 1'b1;
											end
										else if (rec_data & 8'h01)
											begin
												state <=  state + 1'b1;
											end
										else
											begin
												uscount_c <= 0;
												mscount <= mscount + 1'b1;
											end
									end
						CANSENDQUE:begin 
										cc <= 1;
										cc_buff <= 8'h02;
										sc <= 1;
										sc_buff <= 8'h30;
										da <= 1;
										da_buff <= 8'h08;
										state <= state + 1'b1;
										tx_empty <= 1;
									end
						CANDELAY:begin
										if (mscount == 7'd127)
											begin
												state <= 0;
												mebg <= 1;
												mscount <= 0;
											end
										else
											begin
												uscount_c <= 0;
												mscount <= mscount + 1'b1;
											end
									end
						default:tx_flag  <= 0;
					endcase
				end
			else if (da)
				begin
					cs <= 0;
					if (c_count == 6'd8 && clk_count == 9'd120) 
						begin
							cs <= 1;
							uscount_c <= 0;
							c_count <= 0;
							da <= 0;
						end
					else if (c_count < 6'd8 && clk_count == 9'd320) 
						begin
							da_buff <= da_buff << 1;
							c_count <= c_count + 1'b1;
						end
				end
			else if (rec == 1) 
				begin
					cs <= 0;
					if (clk_count == 9'd130)
						begin
							rec_data[0] <= so;
							c_count <= c_count + 1'b1;
						end
					else if (c_count < 6'd8 && clk_count == 9'd200)
						rec_data <= rec_data << 1;
					else if (c_count == 6'd8 && clk_count == 9'd160)
						begin
							c_count <= 0;
							rec <= 0;
							uscount_c <= 0;
							cs <= 1;
						end
				end
			else 
				init <= 0;
		end
end
endmodule
File: ./constraint.sdc
current_design mcp2515

set clk_period 8.6
set clk_io_pct 0.2

create_clock -name clk0 -period $clk_period [get_ports {clk50}]

set non_clock_inputs [all_inputs -no_clocks]
set_input_delay [expr $clk_period * $clk_io_pct] -clock clk0 $non_clock_inputs
set_output_delay [expr $clk_period * $clk_io_pct] -clock clk0 [all_outputs]
==> impl_metrics.json <==
{
  "syn_inst": 501,
  "seqPwrFrac_pct": 54.3,
  "edf_count": 25,
  "final-setup-viol-count": 0,
  "grtUsageMet2_pct": 26.7,
  "avgSynthCellArea_um2": 8.67,
  "vias": 3642,
  "pwr-share-comb_pct": 0.6,
  "ys_types": 71,
  "boundaryPins": 9,
  "irDropWorstVdd_mv": 0.0623,
  "grt_busiest_layer": "met1",
  "cts_root_buffer": "clkbuf_8",
  "skew_ns": 0.00713,
  "hold_ws_ns": 0.461,
  "fin_cells": 636,
  "clockBufferDepth": 2,
  "internal-power_w": 0.000506,
  "num_rows": 37,
  "viasPerCell": 5.73,
  "slew-limit-headroom_pct": 49.5,
  "clk_pin_slew_worst_paths_ns": 0.08,
  "syn_to_final_growth_pct": 9.16,
  "path_class": "flop to output pin",
  "slew_viol_final": 0,
  "ys_top_logic_family": "simple AND/OR/NAND/NOR gates",
  "place_inst": 620,
  "critPathRequiredTime_ns": 6.88,
  "finalSetupTns_ns": 0,
  "period_minus_slack_ns": 3.09,
  "cts_buffers": 9,
  "cp_slowest_cell": "dfstp_2",
  "synth_adder_area_share_pct": 3.46,
  "drtIter0Drc": 231,
  "ys_sh_aoi_pct": 21.3,
  "use_met1_pct": 30.5,
  "cts.hold.buffers_added": 0,
  "grt_pass1_vias": 3308,
  "r2r_slack_ns": 5.56,
  "setup_slack_ns": 5.51,
  "gp_congestion": 0.905,
  "postSynthSeqShare_pct": 41.7,
  "yosys_area_um2": 4350,
  "cp_num_buf_inv": 1,
  "first_pass_iters": 4,
  "wl_per_cell_um": 15.0,
  "crit_family": "flip-flops",
  "hp-class": "flop to flop",
  "p_clk_share_pct": 45.1,
  "yosys.area_share.simple_pct": 24.7,
  "place_ws_ns": 5.17,
  "ant_nets": 0,
  "cap_violations": 0,
  "overflow": 0,
  "worstSetupEndpointType": "output pin",
  "crit-reg2reg-launch": "sc",
  "powerDensity_nw_per_um2": 135,
  "cts_resized": 0,
  "grt_max_degree": 34,
  "cts_tree": "built",
  "warnings": 32,
  "ys.flops": 71,
  "met3_usage_pct": 2.31,
  "hpwlAfterDp_mm": 6.68,
  "path_max_fanout": 4,
  "async_reset_ff_share_pct": 38.0,
  "cp_slowest_stage_delay_ns": 0.57,
  "fp_util_pct": 41.7,
  "cts_setup_buffers": 0,
  "worstReg2RegEnd": "cc_buff[7]",
  "hold_end": "sck",
  "fmax_mhz": 323,
  "xor_share_pct": 2.62,
  "portBuffers": 8,
  "hold_viol_final": 0,
  "rsz0062_at_grt": "no",
  "die_h_um": 106,
  "hp-start": "sck",
  "place_area_um2": 4520,
  "worstMarginPinSlew_ns": 0.752,
  "muxShareOfSynthArea_pct": 1.67,
  "leakagePower_nw": 1.73,
  "die_w_um": 106,
  "yosysTopAreaCell": "edfxtp_1",
  "ff_type": "edfxtp_1",
  "start_kind": "flop",
  "crit_arrival_ns": 1.37,
  "grt.total_usage_pct": 18.4,
  "clock_sinks": 71,
  "p_switching_w": 0.000132,
  "p_sw_share_pct": 20.7,
  "grt_antenna_before_repair": 0,
  "status": "finished, final reports clean",
  "drc": 0,
  "htree_levels": 3,
  "path_cells": "clkdlybuf4s50_1",
  "clock_latency_ns": 0.34,
  "grt_first_pass_wirelength_mm": 16.3,
  "holdPathStages": 1,
  "r2r_cells": 6,
  "area_leaders": "edfxtp_1 (17%), dfrtp_1 (14%), dfxtp_1 (8.8%)",
  "stdcell_area_um2": 4740,
  "layout-drive-gt1-share_pct": 8.60,
  "num_antenna_cells": 0,
  "wl_mm": 9.57,
  "core_um2": 10400,
  "synth_stat.cells": 501,
  "yosysWarnings": 1,
  "synth_area_um2": 4350,
  "dieArea_um2": 11300,
  "top_cell_area_share_pct": 17.3,
  "min_period_over_period_pct": 36.0
}
[sequential cells by signal (all words and copies together) (netlist names)]
signal,cells
clk_count,9
uscount,9
cc_buff,8
da_buff,8
sc_buff,8
mscount,7
c_count,5
state,4
cc,1
cs,1
da,1
init,1
mebg,1
rec,1
rec_data,1
sc,1
sck,1
si,1
tx_empty,1
tx_flag,1
uscount_c,1
[power groups by stage]
stage / logic (W) / clock network (W) / registers, W
after CTS: 0.00000431 / 0.000300 / 0.000347
after global routing: 0.00000473 / 0.000314 / 0.000347
final: 0.00000399 / 0.000288 / 0.000347
[logic make-up after synthesis]
kind of cell,after synthesis
muxes,7
xor gates and xnor gates,13
DFF,71
buffers and inverters,50
and+or+nand+nor,205
AOI/OAI and AO/OA,143
adders and majority gates,12
[Yosys cell counts, types with 3 or more instances]
cell,number
o21ai_1,3
or3_1,7
o22ai_1,3
nor3b_1,3
clkbuf_1,21
o31ai_1,11
buf_2,8
nand4_1,6
dfrtp_1,24
dfstp_2,3
nor4b_1,3
nand2b_1,11
o2bb2ai_1,3
or2_2,6
dfxtp_1,19
and3_1,3
a21oi_1,32
nand3_1,15
a21o_1,6
xor2_1,7
mux2i_1,5
nor2b_1,7
edfxtp_1,25
and2_1,7
a31oi_1,5
o21ai_0,41
xnor2_1,6
nor2_1,56
ha_1,12
a22o_1,4
a32o_1,3
nand2_1,51
nor3_1,12
inv_1,20
o211ai_1,6
[worst max-delay path by stage]
stage / slack (ns) / from / endpoint / cells after the start
4_1_cts: 5.46 / cs / cs / 1
5_1_grt: 5.34 / state[0] / mscount[3] / 8
6_report: 5.51 / cs / cs / 1
[per-stage QoR]
stage	total power [W]	util, %
floorplan	0.000354	-
global placement	0.000358	43.4
detailed placement	0.000358	43.4
CTS	0.000651	45.5
global route	0.000665	45.5
finish	0.000639	45.5
[cell usage in the layout (no fill, tap or decap), types with 12 or more instances in the layout]
cell type,n
o21ai_0,41
nor3_1,12
dfxtp_1,19
ha_1,12
dfrtp_1,24
nand3_1,15
nand2_1,51
nor2_1,56
a21oi_1,32
inv_1,20
edfxtp_1,25
[routing by layer]
metal  vias to the layer above  part of all wire, %
met5                         -                    0
met4                         0                  1.8
met3                        16                  5.4
met2                        95                   44
met1                      1715                   49
li1                       1816                    -
[final cells by class]
class,count,area [µm²]
Clock buffer,12,199
Clock inverter,4,27.5
Fill cell,995,5670
Inverter,20,75.1
Multi-Input combinational cell,380,2340
Sequential cell,71,1810
Tap cell,136,170
Timing Repair Buffer,13,118
Power and IR drop assume default switching activity.
